==> design/flow/design.v <==
module fifo_read_pointer_empty #(
  parameter DEPTH = 16
)(
  input wire read_enable, read_clock, read_reset_n,
  input wire [$clog2(DEPTH):0] sync_write_pointer,
  output reg fifo_empty,
  output wire [$clog2(DEPTH)-1:0] read_address,
  output reg [$clog2(DEPTH):0] read_pointer
);
  reg [$clog2(DEPTH):0] binary_read_pointer;
  wire [$clog2(DEPTH):0] next_binary_read_pointer, next_gray_read_pointer;
  always @(posedge read_clock or negedge read_reset_n)
    if (!read_reset_n)
      {binary_read_pointer, read_pointer} <= 0;
    else
      {binary_read_pointer, read_pointer} <= {next_binary_read_pointer, next_gray_read_pointer};
  assign read_address = binary_read_pointer[$clog2(DEPTH)-1:0];
  assign next_binary_read_pointer = binary_read_pointer + (read_enable & ~fifo_empty);
  assign next_gray_read_pointer = (next_binary_read_pointer >> 1) ^ next_binary_read_pointer;
  assign fifo_empty_condition = (next_gray_read_pointer == sync_write_pointer);
  always @(posedge read_clock or negedge read_reset_n)
    if (!read_reset_n)
      fifo_empty <= 1'b1;
    else
      fifo_empty <= fifo_empty_condition;
endmodule
==> design/flow/run.sh <==
#!/bin/bash
# OpenROAD 26Q1-2900-gdf79404cd8, Yosys 0.63+post, stock flow scripts
make -C /OpenROAD-flow-scripts/flow DESIGN_CONFIG=/design/flow/config.mk WORK_HOME=/design/flow/orfs finish
==> design/flow/config.mk <==
export PLATFORM = sky130hd
export DESIGN_NAME = fifo_read_pointer_empty
export DESIGN_NICKNAME = fifo_read_pointer_empty
export VERILOG_FILES = /design/flow/design.v
export SDC_FILE = /design/flow/constraint.sdc
export NUM_CORES = 4
export LEC_CHECK = 1
export CORE_AREA = 10 10 79 79
export DIE_AREA = 0 0 89 89
==> design/flow/constraint.sdc <==
current_design fifo_read_pointer_empty

set clk_period 2.2
set clk_io_pct 0.2

create_clock -name clk0 -period $clk_period [get_ports {read_clock}]

set non_clock_inputs [all_inputs -no_clocks]
set_input_delay [expr $clk_period * $clk_io_pct] -clock clk0 $non_clock_inputs
set_output_delay [expr $clk_period * $clk_io_pct] -clock clk0 [all_outputs]
==> impl_metrics.yaml <==
# synthesis and place-and-route metrics
clocking:
  clock-sinks: 10
  cts.path.max_buffers: 2
  cts_resized: 0
  tritoncts: "yes"
  cts_hold_buf: 0
  cts_buffers: 3
  path_clk_slew_ns: 0.05
  ctsRootBufferMaster: "clkbuf_8"
  htree_levels: 1
  cts_setup_buffers: 0
  clock_latency_ns: 0.23
final_timing:
  skew_ns: 0.00289
  final-max-slew-violation-count: 0
  setup_viol: 0
  period_needed_ns: 2.03
  finalCritPeriodShare: 0.923
  relSlewSlack: 0.695
  timing.fmax_ghz: 0.493
  rsz0062_at_grt: "false"
  finalHoldViolations: 0
  finalWorstSetupSlack_ns: 0.170
  whs_ns: 0.524
  tightestPinTransition_ns: 0.456
global_routing:
  grt_first_pass_wirelength_um: 1950
  grt_start_max_net_pins: 11
  grtUsageMet2: 0.0379
  top_usage_layer: "met1"
  grt_util_met1: 0.0398
  overflow: 0
  grt_antenna_before_repair: 0
  track_usage: 0.0318
  first_global_vias: 412
  met3_usage: 0.0321
place:
  port_buffers: 17
  hpwl_um: 981
  routabilityCongestion: 0.740
  pre_cts_slack_ns: -0.112
yosys:
  simple_gate_area_frac: 0.103
  ys_sh_xor: 0.270
  ys_sh_adder: 0.0449
  syn_area_per_cell_um2: 12.4
  syn_inst: 45
  ys_top_logic_family: "XOR/XNOR gates"
  ys_warn_count: 2
  synth.distinct_cells: 21
  ys_cells: 45
  compound_area_frac: 0.0876
  mux_share: 0
  netlist_area_um2: 557
  synth_seq_share: 0.452
  synth-seq-cells: 10
  yosys_area_um2: 557
critical_path:
  path_max_fanout: 4
  end_kind: "flip-flop"
  crit_slowest_cell: "clkdlybuf4s50_1"
  slowest_delay_ns: 0.45
  critPathKind: "input port to flip-flop"
  worstPathArrival_ns: 2.20
  cp-start-kind: "input port"
  path_cells: "clkdlybuf4s50_1 > nor2b_1 > ha_1 > ha_2 > xnor3_1 > nor3_2 > o211ai_2 > a21oi_2"
  cp_data_required_time_ns: 2.37
layout:
  seq_area_um2: 251
  num-fill-cells: 491
  comb_area_um2: 284
  drive_gt1_frac: 0.194
  syn_to_final_growth_pct: 54.2
power:
  power.leakage_nw: 0.357
  power_density_nw_per_um2: 1520
  vdd_drop_max_v: 0.000427
floorplanning:
  io_pins: 18
  fp.dieArea_um2: 7920
  fp.dieW_um: 89
  core_um2: 4660
  fp.dieH_um: 89
  fp_util: 0.119
  rows: 25
run:
  warnings: 25
  cap_violations: 0
routing:
  wl_um: 1220
  via_count: 389
  drt_iter0_drc: 28
  n_antenna_cell: 0
  drtPass1Iterations: 2
  wire_per_inst_um: 10.1
  ant_nets: 0
  viasPerCell: 3.21
  drc: 0
outcome:
  status: "completed"
worst_hold_path:
  hold_path.class: "input port to asynchronous set/reset pin"
## registers in the layout, indices dropped and copies added, names as in the netlist
| name | count |
|---|---|
| read_pointer | 5 |
| binary_read_pointer | 4 |
| fifo_empty | 1 |
## cells in the mapped netlist
cell type	instances	area [um^2]
nand2_1	2	7.51
a21oi_2	1	8.76
nor2b_1	1	6.26
a21o_1	1	7.51
xnor2_1	7	61.3
inv_1	2	7.51
and2_1	1	6.26
o211ai_2	1	12.5
nand3_1	3	15.0
dfrtp_1	9	225
xor2_1	5	43.8
a21boi_2	1	11.3
a2bb2oi_1	1	8.76
ha_1	2	25.0
and3_1	1	6.26
nand2b_1	1	6.26
xnor3_1	2	45.0
buf_6	1	11.3
buf_2	1	5.00
nor3_2	1	10.0
dfstp_2	1	26.3
## routing by layer
metal  part of all wire  vias up  wire, um
met3               0.22        2       270
met2               0.35       21       424
met1               0.42      174       519
met5                  0        -         0
met4             0.0065        0         8
li1                   -      192         -
## report_power, final
| part | internal (W) | switching, W | total [W] | leakage (nW) |
|---|---|---|---|---|
| registers | 0.000287 | 0.0000871 | 0.000374 | 0.116 |
| clock network | 0.000157 | 0.0000697 | 0.000227 | 0.0288 |
| logic | 0.000439 | 0.000261 | 0.000700 | 0.213 |
| total | 0.000883 | 0.000417 | 0.00130 | 0.357 |
## cell families after synthesis
kind of cell,count (synthesis)
xor+xnor,14
simple gates,10
flops,10
compound gates,5
buf+inv,4
fa+ha+maj,2
## final cells by class
type | instances | share of cell area
flip-flops and latches | 10 | 0.293
inverters | 2 | 0.00875
repair buffers | 20 | 0.224
multi-input cells | 31 | 0.331
well taps | 54 | 0.0787
clock buffers | 4 | 0.0641
## placed cells by master (no fill, tap or decap)
cell	n
buf_4	3
dfrtp_1	9
nor3_2	1
a2bb2oi_1	1
a21oi_2	1
xnor3_1	2
nand3_1	3
nor2b_1	1
a21boi_2	1
a21o_1	1
inv_1	2
nand2_1	2
ha_1	1
dfstp_2	1
and2_1	1
clkbuf_8	4
ha_2	1
o211ai_2	1
clkdlybuf4s50_1	17
xor2_1	5
and3_1	1
xnor2_1	7
nand2b_1	1
## worst max-delay path: cells and delay by family
kind	cells	cell delay (ns)
compound gates	2	0.22
xor+xnor	1	0.34
fa+ha+maj	2	0.44
buf+inv	1	0.45
simple gates	2	0.32
## per-stage QoR
| stage | std cells | util | setup TNS [ns] | cell area, um^2 | total power (W) |
|---|---|---|---|---|---|
| finish | 121 | 0.184 | 0 | 858 | 0.00130 |
| global route | 121 | 0.184 | 0 | 858 | 0.00142 |
| CTS | 121 | 0.184 | 0 | 856 | 0.00132 |
| detailed placement | 117 | 0.172 | -0.157 | 801 | 0.00107 |
| global placement | 117 | 0.172 | -0.130 | 801 | 0.00107 |
| floorplan | 45 | - | 0 | 557 | 0.000791 |
## final timing paths
path	from	end	slack, ns	depth (start not counted)
setup / recovery	read_enable	fifo_empty$_DFF_PN1_	0.17	8
hold / removal	read_reset_n	read_pointer[1]$_DFF_PN0_	0.52	1
setup reg to reg	fifo_empty$_DFF_PN1_	fifo_empty$_DFF_PN1_	0.38	7
hold reg to reg	binary_read_pointer[3]$_DFF_PN0_	binary_read_pointer[3]$_DFF_PN0_	0.59	1
max in group asynchronous	read_reset_n	fifo_empty$_DFF_PN1_	1.33	1
min in group clk0	binary_read_pointer[3]$_DFF_PN0_	binary_read_pointer[3]$_DFF_PN0_	0.59	1
Power figures rest on the tool's default switching activity, not on a simulated workload.
