==> /design/flow/config.mk <==
export PLATFORM = sky130hd
export DESIGN_NAME = fifo_memory
export DESIGN_NICKNAME = fifo_memory
export VERILOG_FILES = /design/flow/design.v
export SDC_FILE = /design/flow/constraint.sdc
export NUM_CORES = 4
export LEC_CHECK = 1
export CORE_UTILIZATION = 50
==> /design/flow/constraint.sdc <==
current_design fifo_memory

set clk_period 3.0
set clk_io_pct 0.2

create_clock -name clk0 -period $clk_period [get_ports {write_clock}]

set non_clock_inputs [all_inputs -no_clocks]
set_input_delay [expr $clk_period * $clk_io_pct] -clock clk0 $non_clock_inputs
set_output_delay [expr $clk_period * $clk_io_pct] -clock clk0 [all_outputs]
==> /design/flow/design.v <==
module fifo_memory #(
  parameter DATA_WIDTH = 8,   
  parameter DEPTH = 16        
)(
  input wire write_enable, fifo_full, write_clock,
  input wire [$clog2(DEPTH)-1:0] write_address, read_address,
  input wire [DATA_WIDTH-1:0] write_data,
  output wire [DATA_WIDTH-1:0] read_data
);
  reg [DATA_WIDTH-1:0] mem_array [DEPTH-1:0];
  assign read_data = mem_array[read_address];
  always @(posedge write_clock)
    if (write_enable && !fifo_full)
      mem_array[write_address] <= write_data;
endmodule
==> /design/flow/run.sh <==
#!/bin/bash
# OpenROAD 26Q1-2900-gdf79404cd8, Yosys 0.63+post, stock flow scripts
make -C /OpenROAD-flow-scripts/flow DESIGN_CONFIG=/design/flow/config.mk WORK_HOME=/design/flow/orfs finish
==> flow_summary.toml <==
# generated from flow reports
[outcome]
status = "finished, final reports clean"

[flow_run]
maxCapViolations = 0
warnings = 25

[clocking]
cts_root_buffer = "clkbuf_8"
clockBufferDepth = 2
htreeDepth = 4
numClockSinks = 128
cts_buffers = 17
cts_tree = "yes"
cts_hold_buf = 0
clk_pin_slew_ns = 0.05

[timing]
worst_pin_slew_ns = 0.592
maxSlewHeadroom = 0.604
finalWorstSetupSlack_ns = 0.131
rsz0062_at_grt = "no"
setup_violations = 0
finalMaxSlewViolations = 0
clock.fmax_ghz = 0.349
finalCritPeriodShare = 0.956
fin_crit_ns = 2.87
hold_viol_final = 0
finalSetupTns_ns = 0

[finish]
reg_top3 = "mem_array: 128 flops"
seqCellArea_um2 = 3840
logic_area_um2 = 1070
largest_register_ffs = 128
nFillCells = 685
area_delta_synth_final_pct = 25.5
drive_gt1_frac = 0.263
regMostFlops = "mem_array"
final_util = 0.645

[logic_synthesis]
top_cells_by_area = "edfxtp_1, mux4_2, mux4_1"
ys_cells = 222
yosysWarnings = 1
synth.largest_area_cell = "edfxtp_1"
top_area_frac = 0.769
synthFlopType = "edfxtp_1"
ys.flops = 128
ys_seq_frac = 0.769
synth_cells = 222
syn-cell-area_um2 = 5000
enable_flop_cells = 128
avgSynthCellArea_um2 = 22.5
synth.distinct_cells = 18
ys_async_sr_fraction = 0
ys_chip_area_um2 = 5000

[routing]
ant_nets = 0
viasPerCell = 5.62
vias = 2434
drcViolationCount = 0
first_pass_iters = 4
drtIter0Drc = 108
antenna_cells = 0
totalWireLength_mm = 9.89
wire_per_inst_um = 22.8

[power_and_ir_drop]
max-vdd-ir-drop_mv = 0.429
internal-power_mw = 3.54
p_per_area_nw_per_um2 = 696
combPwrFrac = 0.050
power.leakage_nw = 2.11
power_switching_share = 0.190
p_seq_frac = 0.457
switchingPower_uw = 828
p_clk_frac = 0.493

[setup_path]
arrival_ns = 2.27
crit_path_max_incr_delay_ns = 0.51
worstPathRequired_ns = 2.40
cp_top_family = "buffers and inverters"
critPathKind = "in2out"
startpoint_type = "input port"
path_max_fanout = 15
crit_slowest_cell = "mux4_2"
end_kind = "primary output"
cp_cell_sequence = "buf_2 > buf_12 > buf_12 > mux4_2 > a22oi_2 > nand2_1 > clkdlybuf4s50_1"
cp.buffers_inverters = 4
timing.critical_path.mode_cell = "buf_12"

[floorplan]
io_pins = 27
dieArea_um2 = 10400
die_w_um = 102
core_region_area_um2 = 9730
initCoreUtil = 0.514
core.rowCount = 36
die_y_um = 102

[grt]
grt_max_degree = 17
antenna_found_initial = 0
grt_pass1_vias = 2715
grt-ovfl-total = 0
grt_pass1_wl_mm = 15.1
grtUsageTotal = 0.233

[place]
place_congestion = 0.772
portBuffers = 26
dpl_worst_slack_ns = -0.0281
hpwl_mm = 5.99

[min_path]
hp-class = "in2reg"
-- tightest hold or removal path, stage by stage --
cell and delay [ns]:
clkdlybuf4s50_1 0.43, nand4bb_1 0.19, nor2_1 0.09
-- kinds of logic (layout without fill, tap and decap cells) --
group / Yosys count / after routing / synth area share
compound gates: 16 / 16 / 0.0240
flops: 128 / 128 / 0.769
mux: 32 / 32 / 0.155
buf+inv: 10 / 88 / 0.0173
simple gates: 36 / 36 / 0.0346
-- per-stage QoR --
step | power (mW) | cell area, um^2 | hold slack, ns | instances
final | 4.37 | 6270 | 0.989 | 433
after global routing | 4.49 | 6270 | 0.997 | 433
after CTS | 4.40 | 6260 | 0.958 | 433
after detailed placement | 2.24 | 5600 | 1.48 | 400
after global placement | 2.24 | 5600 | 1.48 | 400
after floorplan | 2.13 | 5000 | 0.699 | 222
-- synthesized netlist by cell type, types with 3 or more instances --
library cell / number
buf_6: 3
edfxtp_1: 128
clkdlybuf4s25_2: 3
nor3_1: 4
mux4_1: 14
nor2_1: 13
a22oi_1: 16
nand2b_1: 3
buf_2: 3
nand2_1: 10
mux4_2: 18
-- cells in the final DEF, fill, tap and decap left out, types with 2 or more instances in the layout --
cell type          n
buf_4             24
clkinv_4           2
nand2b_1           3
nor3_1             4
mux4_1            14
clkinv_1           2
bufinv_16          5
clkbuf_16         16
clkdlybuf4s50_1   24
mux4_2            18
clkinvlp_4         4
buf_12             4
a22oi_1           15
nor2_1            13
nand2_1           10
edfxtp_1         128
-- layout make-up --
type / instances / area share
Tap cell: 133 / 0.0265
Multi-Input combinational cell: 84 / 0.171
Sequential cell: 128 / 0.613
Timing Repair Buffer: 56 / 0.0892
Clock buffer: 18 / 0.0666
Clock inverter: 14 / 0.0341
-- timing repair --
action	4_1_cts	5_1_grt
gates resized	1	3
cloned	1	0
buffers inserted	0	0
endpoints found under the setup margin	3	2
pin swaps	0	0
-- per-layer routing --
metal | global-route usage | wire length [um] | vias up
met3 | 0.122 | 1050 | 8
li1 | - | - | 1088
met1 | 0.372 | 3960 | 1215
met5 | 0 | 0 | -
met4 | 0.0341 | 97 | 0
met2 | 0.338 | 4780 | 123
-- worst paths after layout --
check	cells past startpoint	to	slack, ns	startpoint
max	7	read_data[4]	0.13	read_address[0]
min	3	mem_array[7][7]	0.99	write_enable
-- power groups by stage --
stage         logic, mW  clock network [mW]  registers (mW)
finish            0.217                2.15            2.00
CTS               0.217                2.19            2.00
global route      0.236                2.26            2.00
No activity file was given, so power comes from the tool's default toggle rates.
