`flow/run.sh`:
```
#!/bin/bash
# OpenROAD 26Q1-2900-gdf79404cd8, Yosys 0.63+post, stock flow scripts
make -C /OpenROAD-flow-scripts/flow DESIGN_CONFIG=/design/flow/config.mk WORK_HOME=/design/flow/orfs finish
```
`flow/config.mk`:
```
export PLATFORM = sky130hd
export DESIGN_NAME = fifo_write_pointer_full
export DESIGN_NICKNAME = fifo_write_pointer_full
export VERILOG_FILES = /design/flow/design.v
export SDC_FILE = /design/flow/constraint.sdc
export NUM_CORES = 4
export LEC_CHECK = 1
export CORE_AREA = 10 10 79 79
export DIE_AREA = 0 0 89 89
```
`flow/constraint.sdc`:
```
current_design fifo_write_pointer_full

set clk_period 3.4
set clk_io_pct 0.2

create_clock -name clk0 -period $clk_period [get_ports {write_clock}]

set non_clock_inputs [all_inputs -no_clocks]
set_input_delay [expr $clk_period * $clk_io_pct] -clock clk0 $non_clock_inputs
set_output_delay [expr $clk_period * $clk_io_pct] -clock clk0 [all_outputs]
```
`flow/design.v`:
```
module fifo_write_pointer_full
(
  input                   write_enable,    
  input                   write_clock,       
  input                   write_reset_n,   
  input   [$clog2(DEPTH):0] sync_read_pointer, 
  output  reg             fifo_full,       
  output  [$clog2(DEPTH)-1:0] write_address,  
  output  reg [$clog2(DEPTH):0] write_pointer  
);
  parameter DEPTH = 16;   
  reg [$clog2(DEPTH):0] write_bin;    
  wire [$clog2(DEPTH):0] write_gray_next, write_bin_next;
  always @(posedge write_clock or negedge write_reset_n)
    if (!write_reset_n)
      {write_bin, write_pointer} <= '0;
    else
      {write_bin, write_pointer} <= {write_bin_next, write_gray_next};
  assign write_address = write_bin[$clog2(DEPTH)-1:0];
  assign write_bin_next = write_bin + (write_enable & ~fifo_full);
  assign write_gray_next = (write_bin_next >> 1) ^ write_bin_next;
  assign fifo_full_val = (write_gray_next == {~sync_read_pointer[$clog2(DEPTH):$clog2(DEPTH)-1], sync_read_pointer[$clog2(DEPTH)-2:0]});
  always @(posedge write_clock or negedge write_reset_n)
    if (!write_reset_n)
      fifo_full <= 1'b0;
    else
      fifo_full <= fifo_full_val;
endmodule
```
==> run summary <==
fresh numbers from the pnr run: CP endpoint kind=register, Die Span X=89 microns, Synth warnings=2, crit path launch=write_enable, multi-input logic area=249 sq um, crit path DRT=3570 ps, CTS Hold Bufs=0, crit path cell chain=clkdlybuf4s50_1, nor2b_1, ha_1, ha_1, and4b_1, o21a_1, or3_1, a211o_1, a21oi_2, static leakage=0.309 nW, Cell Rows=25, post-CTS sizing=0, total gr overflow=0, Slew headroom=0.677, tool warnings=25, skew final=1.40 ps, CTS clock-pin slew for the worst setup and hold paths=approximately 50 ps, Buffers on Ports=17, Final Cell Area=796 sq um, die area=about 0.0079 sq mm, Post-synth area hogs=dfrtp_1 50%, xor2_1 10%, xnor2_1 7.0%, register share after synthesis=0.498, Post-CTS Setup Inserts=0, RSZ-0062 raised after global routing=false, first-pass GRT wire length=2040 microns, crit path DAT=2910 ps, Synth Flop Type=dfrtp_1, Distinct cells, synth=22, kind of critical path=input port to register, CP peak stage delay=450 ps, Tcrit/Tclk final=0.806, drt initial violations=18, Vias=388, FMAX=~360 MHz, H-tree Lvls=1, Post-synth EDFFs=0, met1 Use GR=0.0385, Startpoint Class=input port, maxcap violations=0, CTS tree=built, Latency at later pin=230 ps, Final Hold Fails=0, Registers, synthesis=10, top cells by count=10 x dfrtp_1, 6 x xor2_1, 4 x xnor2_1, CP max-delay cell=clkdlybuf4s50_1, total CTS buffers=3, setup TNS=0 ps, IO Count=18, core area=approximately 0.0047 sq mm, Post-Synthesis Cells=about 43, status=complete, no violations, register area=about 250 sq um, Yosys chip area=503 sq um, busiest layer in global routing=met2, Sink Count=10, Final Max Slew Viols=0, RePlAce Congestion=0.746, most frequent cell on the critical path=ha_1, largest net degree at the start of global routing=11, hold_sp=write_pointer[4], CTS max path bufs=2, critical path peak fanout=5, Root Buffer=clkbuf_8, count leader, synth=dfrtp_1, Detail Route Antenna Nets=0, mapped cell area=around 500 sq um, GRT met2 Usage=0.0539, Least-Margin Pin Slew=about 480 ps, yosys cell count=around 43, vias per cell=roughly 3.3, met3 usage=0.0239, Total GRT Usage=0.0345, number of global-route vias before repair=444, area leader, netlist=dfrtp_1, area delta synth->final=58.2%, Initial Util=0.108, Top cell area share=0.498, drt first pass iters=4, maximum vdd ir drop=0.000251 V, Antenna diodes=0, initial antenna violation count=0, placed instance area=741 sq um, power density cells=925 mW/mm^2, final wirelength=1300 microns, r2r startpoint=fifo_full, layout cell share with drive strength beyond 1=0.0938, # setup viols final=0, # DRC=0, post-DP HPWL=between 1000 and 1500 microns, Syn Area/Cell=about 12 sq um, final worst path period need=2740 ps, DR WL/cell=11.0 microns, DIE HEIGHT=89 microns, Synth async-reset ratio=1.00, # fillers=492, HP Class=register to register
==> per-stage QoR <==
stage,hold slack [ps],utilization,power (W),setup WS [ps],std cells
floorplan,384,-,0.000420,1030,43
global placement,554,0.159,0.000589,418,114
detailed placement,566,0.159,0.000600,394,114
CTS,570,0.171,0.000751,628,118
global route,621,0.171,0.000803,486,118
finish,568,0.171,0.000736,659,118
==> layout by cell type (no fill, tap or decap) <==
master           instances
or3b_2                   1
nor2_1                   1
a211o_1                  1
a21oi_2                  1
or3_1                    1
and4b_1                  1
a21boi_0                 2
nand3_1                  2
a21oi_1                  1
clkbuf_8                 4
nor2b_1                  1
o21ai_0                  1
clkdlybuf4s50_1         17
o21a_1                   1
nand4_1                  1
xor2_1                   6
dfrtp_1                 10
ha_1                     2
nand3b_1                 2
a31oi_1                  1
xnor2_1                  4
inv_1                    1
mux2i_1                  1
nand2_1                  1
==> worst paths after layout <==
kind                                          to  slack (ps)  depth (start not counted)
worst min-delay path            write_pointer[4]         570                          1
worst min register to register  write_pointer[4]         570                          1
min in group asynchronous       write_pointer[3]         760                          1
worst max-delay path                   fifo_full         660                          9
worst max register to register         fifo_full        1200                          8
max in group asynchronous       write_pointer[2]        2340                          1
==> layout make-up <==
| cell class | instances | area share |
|---|---|---|
| multi-input cells | 32 | 0.313 |
| flip-flops and latches | 10 | 0.314 |
| repair buffers | 17 | 0.214 |
| well taps | 54 | 0.0849 |
| inverters | 1 | 0.00472 |
| clock buffers | 4 | 0.0692 |
==> power by group <==
group	leakage [nW]	total [W]	switching [W]	internal, W
clock network	0.0288	0.000147	0.0000454	0.000102
registers	0.120	0.000229	0.0000462	0.000183
logic	0.161	0.000359	0.000145	0.000214
==> worst max-delay path: cells and delay by family <==
family	cells	cell delay, ps
AND-OR/OR-AND	3	600
buffers and inverters	1	450
adder cells (fa/ha/maj)	2	480
AND/OR/NAND/NOR	3	690
==> metal layers <==
layer,vias to the layer above,share of wire
met1,179,0.40
met5,-,0
met4,0,0
met2,15,0.48
met3,0,0.12
li1,194,-
==> flip-flops by register name (all words and copies together), names as in the netlist <==
| register | flops |
|---|---|
| write_pointer | 5 |
| write_bin | 4 |
| fifo_full | 1 |
==> cell families after synthesis <==
family	count (synthesis)	synth area share
buffers and inverters	1	0.00746
AOI/OAI and AO/OA	8	0.112
xor gates and xnor gates	10	0.174
DFF	10	0.498
adders and majority gates	2	0.0497
and+or+nand+nor	11	0.139
muxes	1	0.0199
Power and IR drop assume default switching activity.
